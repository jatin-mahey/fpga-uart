==> ./design.v <==
module encryptor(
    input clk,
    input encrypt_enable,
    input [9:0] data_in,
    output reg [7:0] data_out = 8'b00000000,
    output reg cy_status = 1'b0
);
localparam READY = 2'b00;
localparam LFSR  = 2'b01;
localparam CRYPT = 2'b10;
localparam SEND  = 2'b11;
reg [1:0] state;
reg [7:0] lfsr_reg = 8'b10111011;      
reg [7:0] prev_output = 8'b10101110;   
always@(posedge clk) begin 
    case (state)
        READY : begin cy_status = 1'b0; if (encrypt_enable) state <= LFSR; end 
        LFSR : state <= CRYPT;
        CRYPT : state <= SEND;
        SEND  : begin state <= READY; cy_status = 1'b1; end
        default : state <= READY;            
    endcase
end
always @(posedge clk) begin
    if(state == CRYPT) begin
        data_out <= lfsr_reg ^ prev_output ^ data_in[8:1];
        prev_output <= data_out;
    end  
end
always @(posedge clk) begin
    if(state == LFSR) begin
        lfsr_reg <= {lfsr_reg[6:0], lfsr_reg[7] ^ lfsr_reg[5] ^ lfsr_reg[4] ^ lfsr_reg[3] };
    end  
end
endmodule
module receiver(
    input clk,
    input read_enable,
    input uart_rx,
    output reg [9:0] data_out = 10'b0000000000,
    output reg rx_status = 1'b0
);
parameter BIT_TIMER_MAX = 5860;
parameter BIT_TIMER_MAX_HALF = 2930;
parameter BIT_INDEX_MAX = 10;
reg [13:0] bittimer;
wire bitdone;
wire waitdone;
integer bitindex;
wire rxbit;
reg [9:0] rxdata = 10'b0000000000;
reg [1:0] state;
localparam READY     = 2'b00;
localparam WAIT_BIT  = 2'b01;
localparam LOAD_BIT  = 2'b10;
localparam READ_BIT  = 2'b11;
always@(posedge clk) begin 
    case (state)
        READY     : begin
            if (read_enable) begin rx_status = 1'b0; if(uart_rx == 1'b0) state <= WAIT_BIT; end end
        WAIT_BIT  : begin if(waitdone) begin if(uart_rx == 1'b0) state <= LOAD_BIT; end end
        LOAD_BIT  : state <= READ_BIT;
        READ_BIT  : begin
            if(bitdone) begin 
                if(bitindex == BIT_INDEX_MAX) 
                    begin data_out <= rxdata; state <= READY; rx_status = 1'b1; end
                else state <= LOAD_BIT;
                end
            end
        default : state <= READY;            
    endcase
end
always@(posedge clk) begin
    if(state == READY) 
        bittimer <= "00000000000000";
    else if (state == WAIT_BIT) begin
        if(waitdone)
            bittimer <= "00000000000000";
        else
            bittimer <= bittimer + 1'b1;
    end
    else begin
        if(bitdone)
            bittimer <= "00000000000000";
        else 
            bittimer <= bittimer + 1'b1;
    end        
end
assign bitdone = (bittimer == BIT_TIMER_MAX)? 1'b1 : 1'b0;
assign waitdone = (bittimer == BIT_TIMER_MAX_HALF)? 1'b1 : 1'b0;
always @(posedge clk) begin
    if(state == READY) begin
        bitindex <= 0;
    end
    else if (state == LOAD_BIT) begin
        rxdata[bitindex] <= rxbit;
        bitindex <= bitindex + 1;
    end
end
assign rxbit = uart_rx;
endmodule
module top(
    input clk,
    input read_enable,
    input uart_rx,
    output uart_tx,
    output status
);
wire send_enable;
wire encrypt_enable;
wire [9:0] received_data;
wire [7:0] encrypted_data;
receiver    rx (clk,  read_enable,     uart_rx,         received_data,   encrypt_enable);
encryptor   cy (clk,  encrypt_enable,  received_data,   encrypted_data,  send_enable);
transmitter tx (clk,  send_enable,     encrypted_data,  uart_tx,         status);
endmodule
module transmitter(
    input clk,
    input send_enable,
    input [7:0] data,
    output reg uart_tx = 1'b1,
    output reg tx_status = 1'b0
);
parameter BIT_TIMER_MAX = 14'd10416;
parameter BIT_INDEX_MAX = 10;
reg [13:0] bittimer = 14'b0;
wire bitdone;
integer bitindex;
reg [9:0] txdata;
reg [1:0] state;
localparam READY    = 2'b00;
localparam LOAD_BIT = 2'b01;
localparam SEND_BIT = 2'b10;
always@(posedge clk) begin 
    case (state)
        READY    : begin   
            tx_status <= 1'b0;
            if(send_enable == 1'b1)
                begin
                    tx_status <= 1'b0;
                    state <= LOAD_BIT;
                end
            end         
        LOAD_BIT : state <= SEND_BIT;
        SEND_BIT : begin
            if(bitdone) begin 
                if(bitindex == BIT_INDEX_MAX) 
                    begin
                        state <= READY;
                        tx_status <= 1'b1;
                    end
                else
                    state <= LOAD_BIT;
                end
            end
        default : state <= READY;            
    endcase
end
always@(posedge clk) begin
    if(state == READY) 
        bittimer <= 14'b0;
    else begin
        if(bitdone)
            bittimer <= 14'b0;
        else 
            bittimer <= bittimer + 1;
    end        
end 
assign bitdone = (bittimer == BIT_TIMER_MAX)? 1'b1 : 1'b0 ;
always @(posedge clk) begin
    if(send_enable) 
        txdata <= {1'b1, data, 1'b0};
    end
always @(posedge clk) begin
    if(state == READY) begin
        uart_tx <= 1'b1;
        bitindex <= 0;
    end 
    else if (state == LOAD_BIT) begin
        uart_tx <= txdata[bitindex];
        bitindex <= bitindex +1;
    end 
end
endmodule
==> ./run.sh <==
#!/bin/bash
# OpenROAD 26Q1-2900-gdf79404cd8, Yosys 0.63+post, stock flow scripts
make -C /OpenROAD-flow-scripts/flow DESIGN_CONFIG=/design/flow/config.mk WORK_HOME=/design/flow/orfs finish
==> ./config.mk <==
export PLATFORM = sky130hd
export DESIGN_NAME = top
export DESIGN_NICKNAME = top
export VERILOG_FILES = /design/flow/design.v
export SDC_FILE = /design/flow/constraint.sdc
export NUM_CORES = 4
export LEC_CHECK = 1
export CORE_UTILIZATION = 30
==> ./constraint.sdc <==
current_design top

set clk_period 7.4
set clk_io_pct 0.2

create_clock -name clk0 -period $clk_period [get_ports {clk}]

set non_clock_inputs [all_inputs -no_clocks]
set_input_delay [expr $clk_period * $clk_io_pct] -clock clk0 $non_clock_inputs
set_output_delay [expr $clk_period * $clk_io_pct] -clock clk0 [all_outputs]
==> impl_metrics.ini <==
; yosys + openroad results
[drt]
drtIter0Drc = 397
first_pass_iters = 5
viasPerCell = 4.86
drt-wirelength-per-cell_um = 12.9
antenna_left = 0
n_antenna_cell = 0
wl_mm = 14.7
drc = 0
via_count = 5517

[hold_path]
whs_path_depth = 0
hold_end = cy.prev_output[1]
min-delay-start = cy.data_out[1]
min_path_type = flop to flop

[final_layout]
syn_to_final_growth_pct = 12.1
stdcell_count = 1136
drive_gt1_frac = 0.0677
reg_top3 = rx.bitindex (32), tx.bitindex (32)
fin_util = 0.346

[place]
dpl_worst_slack_ps = 3560
dp_cells = 1104
numPortBuffers = 4
dp_hpwl_mm = 10.0
place_congestion = 0.911

[synthesis]
synth_seq_share = 0.479
async_reset_ff_frac = 0
synth-seq-cells = 154
ys_area_um2 = 7540
ys_warn_count = 3
synthTopCellsByCount = nor2_1 (117), dfxtp_1 (101), nand2_1 (57)
yosys.area.top_type = dfxtp_1
synth_area_per_cell_um2 = 9.28
ff_type = dfxtp_1
ys_cells = 813
synthCells = 813
edf_count = 53
synth_top_area_share = 0.268
synth.distinct_cells = 69
yosys-top-cells-area = dfxtp_1 (27%), edfxtp_1 (21%), xnor2_1 (6.5%)
top_cell = nor2_1
syn_area_um2 = 7540

[global_routing]
grt_start_max_net_pins = 38
grtUsageMet2 = 0.178
use_met3 = 0.0285
grt_pass1_wl_mm = 25.6
grt_use_met1 = 0.194
grt-ovfl-total = 0
grt_antenna_before_repair = 0
grt_use_total = 0.122
grt.busiest_layer = met1
grt_pass1_vias = 5173

[power_and_ir_drop]
ir_worst_vdd_v = 0.000156
clkPwrFrac = 0.469
powerDensity_nw_per_um2 = 216
p_switching_uw = 452
leakagePower_nw = 3.02
p_int_mw = 1.37
combPwrFrac = 0.028
p_sw_frac = 0.248
seqPwrFrac = 0.503

[cts]
cts.sinks = 154
cts_tree = done
clock.latency.late_pin_ps = 420
cts_root_buffer = clkbuf_16
cts-hold-fix-buffers = 0
numCtsBuffers = 17
cts-resized-gates = 0
cts.path.max_buffers = 2
post_cts_buffers = 0
htree_levels = 4
clkTransAtPathRegs_ps = 80

[floorplan]
io_pins = 5
fp.dieH_um = 161
rows = 57
fp_util = 0.308
die_area_um2 = 25800
coreArea_um2 = 24500
die_w_um = 161

[worst_setup_path]
worstPathMaxFanout = 14
critical_path_class = flop to flop
reg2reg_from = rx.bitindex[0]
r2r_slack_ps = 3520
critPathLaunchType = flop
end_kind = flop
cp_data_required_time_ps = 7570
reg2reg_to = rx.rxdata[5]
cp.arrival_ps = 4040
r2r_cells = 10

[sta]
finClkSkew_ps = 11.9
final-setup-viol-count = 0
fin_ws_ps = 3520
tns_ps = 0
period_minus_slack_ps = 3880
rsz0062_at_grt = false
finalHoldViolCount = 0
maxSlewViolCount = 0
slew_headroom = 0.491
period_used_share = 0.524
tightest_slew_ps = 759
fmax_ghz = 0.258

[run_status]
outcome = completed

[flow_run]
warnings = 31
maxCapViolCount = 0
==> cell usage in the layout (no fill, tap or decap), types with 17 or more instances in the layout <==
master     synthesis  routed
edfxtp_1          53      53
dfxtp_1          101     101
a21oi_1           27      27
clkbuf_16          0      17
inv_1             30      30
nand2_1           57      57
nor3_1            29      29
nor4_1            21      21
xnor2_1           56      56
xor2_1            37      37
o21ai_0           32      32
nand4_1           29      29
nor2_1           117     117
nand3_1           35      35
==> power by group through the flow <==
stage	combinational (mW)	clock, mW	sequential [mW]
final	0.0505	0.857	0.919
after global routing	0.0600	0.919	0.924
after CTS	0.0510	0.884	0.919
==> cell type report <==
type	count	area, µm²
inverter	30	113
sequential	154	3610
tap	324	405
clock inverter	15	171
fill	2437	16000
timing repair buffer	8	70.1
multi-input combinational	588	3660
clock buffer	17	425
==> metal layers <==
| layer | part of all wire | vias up |
|---|---|---|
| li1 | - | 2867 |
| met1 | 0.51 | 2533 |
| met2 | 0.42 | 105 |
| met3 | 0.051 | 12 |
| met4 | 0.014 | 0 |
| met5 | 0 | - |
==> logic make-up after synthesis <==
kind of cell / share of synthesized area
fa+ha+maj: 0.0166
compound gates: 0.0903
simple gates: 0.251
flops: 0.479
mux: 0.0189
xor+xnor: 0.108
buf+inv: 0.0357
==> worst max-delay path, cell delays in order, from the launching register on <==
cell,delay [ps]
dfxtp_1,450
inv_1,140
ha_1,310
or4b_1,660
xnor2_1,200
o31ai_1,200
o2111ai_1,210
a2111oi_4,420
nand4_2,180
or4b_1,540
mux2_1,320
==> per-stage QoR <==
| stage | hold WS, ps | area, µm² | power, mW |
|---|---|---|---|
| 2_1_floorplan | 400 | 7540 | 0.976 |
| 3_3_place_gp | 429 | 7860 | 0.987 |
| 3_5_place_dp | 430 | 7860 | 0.989 |
| 4_1_cts | 438 | 8460 | 1.85 |
| 5_1_grt | 449 | 8460 | 1.90 |
| 6_report | 440 | 8460 | 1.83 |
==> worst max-delay path by stage <==
stage / startpoint / to / slack (ps) / depth (start not counted)
CTS: rx.bitindex[0] / rx.rxdata[5] / 3530 / 10
global route: rx.bitindex[0] / rx.rxdata[5] / 3290 / 10
finish: rx.bitindex[0] / rx.rxdata[5] / 3520 / 10
No activity file was given, so power comes from the tool's default toggle rates.
